==> /design/flow/design.v <==
module uartbaudgenny(clk,rst,baud_tick);
  input clk,rst;
  output reg baud_tick;
  reg[15:0] tick_count;
  parameter clk_freq = 500000000 , baud_rate = 96000;
  parameter ticks = clk_freq/baud_rate;
  always@(posedge clk or posedge rst) begin
    if(rst) begin
      baud_tick<=1'b0;
      tick_count<=16'h0000;
    end
    else begin
      if(tick_count == ticks-1) begin
        tick_count <=16'h0000;
        baud_tick<=1'b1;
      end
      else begin
        tick_count <= tick_count + 1'b1;
        baud_tick <=1'b0;
      end
    end
  end
endmodule
==> /design/flow/run.sh <==
#!/bin/bash
# OpenROAD 26Q1-2900-gdf79404cd8, Yosys 0.63+post, stock flow scripts
make -C /OpenROAD-flow-scripts/flow DESIGN_CONFIG=/design/flow/config.mk WORK_HOME=/design/flow/orfs finish
==> /design/flow/config.mk <==
export PLATFORM = sky130hd
export DESIGN_NAME = uartbaudgenny
export DESIGN_NICKNAME = uartbaudgenny
export VERILOG_FILES = /design/flow/design.v
export SDC_FILE = /design/flow/constraint.sdc
export NUM_CORES = 4
export LEC_CHECK = 1
export CORE_AREA = 10 10 85 85
export DIE_AREA = 0 0 95 95
==> /design/flow/constraint.sdc <==
current_design uartbaudgenny

set clk_period 2.2
set clk_io_pct 0.2

create_clock -name clk0 -period $clk_period [get_ports {clk}]

set non_clock_inputs [all_inputs -no_clocks]
set_input_delay [expr $clk_period * $clk_io_pct] -clock clk0 $non_clock_inputs
set_output_delay [expr $clk_period * $clk_io_pct] -clock clk0 [all_outputs]
==> qor.yml <==
floorplan:
  num_rows: 27
  die_h_um: 95
  io_pins: 3
  die-width_um: 95
  dieArea_sq_um: 9030
  floorplan.core_util_pct: 14.5
  core_sq_um: 5470
worst_hold_path:
  hold_path_class: "register to register"
layout:
  fin_util_pct: 17.2
  layout_top_cells: "dfrtp_1 (17), nor2_1 (9), xor2_1 (8)"
  fin_area_sq_um: 941
  fill_cells: 619
  syn2layout_area_growth_pct: 18.2
  final_layout_size_suffix_gt1_share_pct: 10.7
  final_common_cell: "dfrtp_1"
drt:
  drt_wl_total_um: 1270
  avgViaCountPerCell: 3.31
  num_vias: 486
  drt_first_pass_iters: 4
  dr.first_iter.drc_count: 9
  wire_per_inst_um: 8.63
  ant_nets: 0
  diodes: 0
  drc: 0
grt:
  grt_max_degree: 18
  grt_pass1_wl_um: 2290
  antenna_found_initial: 0
  grt_usage_pct: 3.11
  overflow: 0
  first_global_vias: 501
worst_setup_path:
  cp_top_family: "simple AND/OR/NAND/NOR gates"
  slowest_delay_ns: 0.39
  start_kind: "register"
  worst-path-max-fanout: 8
  worstPathCellList: "ha_1, nor4bb_1, and4_1, nor2_1, mux2_2"
  path_buffers: 0
  end_kind: "register"
  critPathRequiredTime_ns: 2.34
  arrival_ns: 1.89
  setup.worst_path.class: "register to register"
  cp_slowest_cell: "dfrtp_1"
cts:
  cts_root_buf: "clkbuf_8"
  path_clk_slew_ns: 0.07
  post_cts_resized: 0
  cts_setup_buffers: 0
  cts_tree: "done"
  worstSkewPairLatency_ns: 0.25
  cts_sinks: 17
  cts_max_path_buffers: 2
  ctsHoldBuffers: 0
  cts_buffers: 3
  h-tree-depth: 1
sta:
  slew_headroom_pct: 56.8
  fmax_ghz: 0.572
  setup_tns_ns: 0
  period_minus_slack_ns: 1.75
  fin_skew_ns: 0.00505
  worst_pin_slew_ns: 0.647
  finalHoldViolations: 0
  drv_slew: 0
  finalSetupViolations: 0
  post-route-period-util_pct: 79.4
  rsz0062_at_grt: "no"
synth:
  yosysUniqueCellTypes: 23
  yosys.area_share.aoi_pct: 0
  ys_cells: 70
  ys_chip_area_sq_um: 796
  synthCells: 70
  topCombFamilyByArea: "simple AND/OR/NAND/NOR gates"
  adder_share_pct: 1.57
  ys_seq_elements: 17
  synth_seq_share_pct: 53.5
  mux_share_pct: 2.67
  xor_share_pct: 13.2
  avgSynthCellArea_sq_um: 11.4
  yosys_warnings: 1
  ys_sh_simple_pct: 26.7
  syn-cell-area_sq_um: 796
power:
  leakage_nw: 0.396
  power_density_nw_per_um2: 581
  power_uw: 546
  ir_drop_v: 0.000288
placement:
  dp_hpwl_um: 934
  gp_congestion: 0.766
  placedInstanceArea_sq_um: 895
  port_buffers: 2
outcome:
  run_status: "completed"
run:
  maxCapViolations: 0
  warnings: 25
-- power breakdown --
| part | leakage (nW) | switching [mW] | internal, mW |
|---|---|---|---|
| sequential | 0.228 | 0 | 0.313 |
| clock | 0.0255 | 0.101 | 0.125 |
| combinational | 0.143 | 0.00616 | 0.00166 |
-- sequential cells by signal, indices dropped and copies added (netlist names) --
name	flops
tick_count	16
baud_tick	1
-- kinds of logic (layout without fill, tap and decap cells) --
group,after synthesis,in the layout
buf+inv,3,8
xor+xnor,12,12
flops,17,17
mux,2,2
fa+ha+maj,1,1
simple gates,35,35
-- layer usage --
layer / track usage [%] / up-vias / wire, um
met1: 4.45 / 228 / 660
met3: 1.12 / 2 / 54
li1: - / 250 / -
met5: 0 / - / 0
met4: 0.623 / 0 / 21
met2: 4.41 / 6 / 532
-- synth_stat cells (all sizes together) --
cell | n | area, sq um
nand3 | 7 | 35.0
mux2i | 1 | 10.0
or3 | 1 | 11.3
xnor2 | 4 | 35.0
buf | 1 | 11.3
nand2b | 1 | 6.26
nor2 | 9 | 33.8
nor4bb | 1 | 10.0
dfrtp | 17 | 425
nor2b | 1 | 6.26
xor2 | 8 | 70.1
nand2 | 4 | 15.0
nor3b | 1 | 7.51
nand4 | 3 | 25.0
mux2 | 1 | 11.3
nor4b | 1 | 8.76
and4bb | 1 | 12.5
and4 | 3 | 26.3
ha | 1 | 12.5
nor3 | 2 | 15.0
inv | 2 | 7.51
-- worst paths after layout --
kind	endpoint	slack, ns	start	cells past startpoint
worst min register to register	tick_count[15]	0.47	tick_count[15]	1
min in group asynchronous	tick_count[14]	0.59	rst	2
worst max register to register	tick_count[12]	0.45	tick_count[0]	5
worst max-delay path	tick_count[12]	0.45	tick_count[0]	5
worst min-delay path	tick_count[15]	0.47	tick_count[15]	1
max in group asynchronous	tick_count[5]	1.19	rst	2
-- stage by stage --
stage | std cells | worst slack, ns | hold WS (ns)
floorplan | 70 | 0.643 | 0.366
global placement | 143 | 0.534 | 0.468
detailed placement | 143 | 0.446 | 0.464
CTS | 147 | 0.434 | 0.478
global route | 147 | 0.349 | 0.505
finish | 147 | 0.453 | 0.474
-- worst register-to-register path, delay by kind of cell, from the launching register on --
kind	cells	cell delay, ns
simple gates	3	0.74
flops	1	0.39
mux	1	0.26
fa+ha+maj	1	0.24
-- cell type report --
cell class                 instances  area, sq um  share of cell area (%)
clock buffer                       3         41.3                    4.39
clock inverter                     1         5.00                   0.532
inverter                           2         7.51                   0.798
multi-input combinational         50          352                    37.4
sequential                        17          425                    45.2
tap                               72         90.1                    9.57
timing repair buffer               2         20.0                    2.13
Power is estimated from default activity; no workload was simulated.
